--- ./config.mk ---
export PLATFORM = sky130hd
export DESIGN_NAME = peripherals
export DESIGN_NICKNAME = peripherals
export VERILOG_FILES = /design/flow/design.v
export SDC_FILE = /design/flow/constraint.sdc
export NUM_CORES = 4
export LEC_CHECK = 1
export CORE_UTILIZATION = 40
--- ./constraint.sdc ---
current_design peripherals

set clk_period 4.3
set clk_io_pct 0.2

create_clock -name clk0 -period $clk_period [get_ports {raw_clk}]

set non_clock_inputs [all_inputs -no_clocks]
set_input_delay [expr $clk_period * $clk_io_pct] -clock clk0 $non_clock_inputs
set_output_delay [expr $clk_period * $clk_io_pct] -clock clk0 [all_outputs]
--- ./design.v ---
module peripherals
(
  input enable,
  input [7:0] address,
  input [31:0] data_in,
  output reg [31:0] data_out,
  input  write_enable,
  input  clk,
  input  raw_clk,
  output speaker_p,
  output speaker_m,
  output ioport_0,
  output ioport_1,
  output ioport_2,
  output ioport_3,
  input  button_0,
  input  reset,
  output spi_clk,
  output spi_mosi,
  input  spi_miso
);
reg [7:0] storage [3:0];
reg [15:0] speaker_value_high;
reg [15:0] speaker_value_curr;
reg [7:0]  buttons;
reg speaker_toggle;
reg speaker_value_p;
reg speaker_value_m;
assign speaker_p = speaker_value_p;
assign speaker_m = speaker_value_m;
reg [7:0] ioport_a = 0;
assign ioport_0 = ioport_a[0];
reg [7:0] ioport_b = 0;  
assign ioport_1 = ioport_b[0];
assign ioport_2 = ioport_b[1];
assign ioport_3 = ioport_b[2];
wire [7:0] spi_rx_buffer;
reg  [15:0] spi_tx_buffer;
wire spi_busy;
reg spi_start;
reg spi_width_16;
always @(button_0) begin
  buttons = { 7'b0, ~button_0 };
end
always @(posedge raw_clk) begin
  if (speaker_value_high == 16'b0) begin
    speaker_value_curr <= 0;
    speaker_value_p <= 0;
    speaker_value_m <= 0;
  end else begin
    speaker_value_curr <= speaker_value_curr + 1'b1;
    if (speaker_value_curr == speaker_value_high) begin
      speaker_value_curr <= 0;
      speaker_toggle <= ~speaker_toggle;
      speaker_value_p <= speaker_toggle;
      speaker_value_m <= ~speaker_toggle;
    end
  end
end
always @(posedge raw_clk) begin
  if (reset) speaker_value_high <= 0;
  if (write_enable) begin
    case (address[7:2])
      5'h1: spi_tx_buffer <= data_in;
      5'h3:
        begin
          if (data_in[1] == 1) spi_start <= 1;
          spi_width_16 <= data_in[2];
        end
      5'h8: ioport_a <= data_in;
      5'h9:
        begin
          case (data_in[7:0])
            60: speaker_value_high <= 45866;  
            61: speaker_value_high <= 43293;  
            62: speaker_value_high <= 40863;  
            63: speaker_value_high <= 38569;  
            64: speaker_value_high <= 36404;  
            65: speaker_value_high <= 34361;  
            66: speaker_value_high <= 32433;  
            67: speaker_value_high <= 30612;  
            68: speaker_value_high <= 28894;  
            69: speaker_value_high <= 27272;  
            70: speaker_value_high <= 25742;  
            71: speaker_value_high <= 24297;  
            72: speaker_value_high <= 22933;  
            73: speaker_value_high <= 21646;  
            74: speaker_value_high <= 20431;  
            75: speaker_value_high <= 19284;  
            76: speaker_value_high <= 18202;  
            77: speaker_value_high <= 17180;  
            78: speaker_value_high <= 16216;  
            79: speaker_value_high <= 15306;  
            80: speaker_value_high <= 14447;  
            81: speaker_value_high <= 13636;  
            82: speaker_value_high <= 12870;  
            83: speaker_value_high <= 12148;  
            84: speaker_value_high <= 11466;  
            85: speaker_value_high <= 10823;  
            86: speaker_value_high <= 10215;  
            87: speaker_value_high <= 9642;   
            88: speaker_value_high <= 9101;   
            89: speaker_value_high <= 8590;   
            90: speaker_value_high <= 8108;   
            91: speaker_value_high <= 7653;   
            92: speaker_value_high <= 7223;   
            93: speaker_value_high <= 6818;   
            94: speaker_value_high <= 6435;   
            95: speaker_value_high <= 6074;   
            96: speaker_value_high <= 5733;   
            default: speaker_value_high <= 0;
          endcase
        end
      5'ha: ioport_b <= data_in;
    endcase
  end else begin
    if (spi_start && spi_busy) spi_start <= 0;
    if (enable) begin
      case (address[7:2])
        5'h0: data_out <= buttons;
        5'h1: data_out <= spi_tx_buffer;
        5'h2: data_out <= spi_rx_buffer;
        5'h3: data_out <= { 5'b00000, spi_width_16, 1'b0, spi_busy };
        5'h8: data_out <= ioport_a;
        5'ha: data_out <= ioport_b;
        default: data_out <= 0;
      endcase
    end
  end
end
spi spi_0
(
  .raw_clk  (raw_clk),
  .start    (spi_start),
  .width_16 (spi_width_16),
  .data_tx  (spi_tx_buffer),
  .data_rx  (spi_rx_buffer),
  .busy     (spi_busy),
  .sclk     (spi_clk),
  .mosi     (spi_mosi),
  .miso     (spi_miso)
);
endmodule
module spi
(
  input  raw_clk,
  input  start,
  input  width_16,
  input  [15:0] data_tx,
  output [7:0] data_rx,
  output busy,
  output reg sclk,
  output reg mosi,
  input  miso
);
reg [1:0] state = 0;
reg [7:0] rx_buffer;
reg [15:0] tx_buffer;
reg [4:0] count;
assign data_rx = rx_buffer;
assign busy = state != STATE_IDLE;
parameter STATE_IDLE    = 0;
parameter STATE_CLOCK_0 = 1;
parameter STATE_CLOCK_1 = 2;
parameter STATE_LAST    = 3;
always @(posedge raw_clk) begin
  case (state)
    STATE_IDLE:
      begin
        if (start) begin
          if (width_16)
            tx_buffer <= data_tx;
          else
            tx_buffer[15:8] <= data_tx[7:0];
          state <= STATE_CLOCK_0;
          count <= 0;
        end else begin
          mosi <= 0;
        end
      end
    STATE_CLOCK_0:
      begin
        sclk <= 0;
        if (count != 0) rx_buffer <= { rx_buffer[6:0], miso };
        tx_buffer <= tx_buffer << 1;
        mosi <= tx_buffer[15];
        count <= count + 1;
        state <= STATE_CLOCK_1;
      end
    STATE_CLOCK_1:
      begin
        sclk <= 1;
        if (width_16 == 0 && count[3]) begin
          state <= STATE_LAST;
        end else if (width_16 == 1 && count[4]) begin
          state <= STATE_LAST;
        end else begin
          state <= STATE_CLOCK_0;
        end
      end
    STATE_LAST:
      begin
        sclk <= 0;
        rx_buffer <= { rx_buffer[6:0], miso };
        state <= STATE_IDLE;
      end
  endcase
end
endmodule
--- ./run.sh ---
#!/bin/bash
# OpenROAD 26Q1-2900-gdf79404cd8, Yosys 0.63+post, stock flow scripts
make -C /OpenROAD-flow-scripts/flow DESIGN_CONFIG=/design/flow/config.mk WORK_HOME=/design/flow/orfs finish
==> impl_metrics.csv <==
group,metric,value,unit
global_route,global_route.overflow_total,0,
cells_and_area,layout-drive-gt1-share,7.83,%
worst_setup_path,ff2ff_path_depth,5,
sta,final-setup-viol-count,0,
worst_setup_path,cpPeakStageDelay,0.75,ns
worst_setup_path,worstSetupStartpointType,"primary input",
synth,enable_flop_cells,84,
worst_setup_path,worstPathRequired,4.60,ns
worst_hold_path,hp-class,"flop to flop",
cts,cts.path.max_buffers,2,
synth,netlist-cell-type-count,63,
pwr,vdd_ir_drop_max,0.303,mV
global_route,global_route_wire_length_before_repair,20500,um
detailed_routing,dr.first_iter.drc_count,305,
pwr,finalPower,3.35,mW
detailed_routing,route.antenna.remaining_nets,0,
synth,yosys-stat-cells,534,
cts,post-cts-setup-buffers,0,
detailed_routing,avgRoutedWirePerCell,15.9,um
worst_setup_path,worst_path_max_delay_cell,"clkdlybuf4s50_1",
placed_design,buffers_on_ports,51,
synth,ys.warnings.count,2,
pwr,pwr_density_cell,474,nW/um2
worst_setup_path,sequence_of_cells_on_the_critical_path,"clkdlybuf4s50_1 > inv_1 > ha_1 > nor2b_1 > a21o_1 > a222oi_1 > o22ai_1 > a21o_1",
synth,netlist_instances,534,
pwr,net-switching-power,834,uW
synth,synthFlopType,"edfxtp_1",
cells_and_area,layout_top_cells,"84 x edfxtp_1, 53 x nor2_1, 51 x clkdlybuf4s50_1, 49 x nand2_1, 34 x dfxtp_1",
pwr,switching_part_of_the_total,24.9,%
detailed_routing,routed_via_density,5.29,
sta,finClkSkew,0.00934,ns
global_route,grt_max_degree,42,
worst_hold_path,hold_startpoint,"spi_0.rx_buffer[0]",
cts,clock_tree.htree_level_count,4,
sta,worst_slew_pin_slew,0.733,ns
global_route,all_layer_gr_usage,18.5,%
synth,ys_seq_share,54.5,%
global_route,vias_in_the_first_global_route,3923,
placed_design,gp_congestion,0.906,
worst_setup_path,rr_startpoint,"speaker_value_curr[8]",
synth,post_synth_main_area_contributors,"edfxtp_1 43%, dfxtp_1 12%, mux2i_1 3.7%",
worst_setup_path,worstSetupEndpointType,"flop",
pwr,power_frac_comb,14.8,%
worst_setup_path,cp_max_fo,10,
floorplan,top_level_ports,87,
cts,cts_resized,0,
worst_setup_path,critical_path.most_common_cell,"a21o_1",
floorplan,std_cell_rows,43,
detailed_routing,n_antenna_cell,0,
cts,cts_tree,"done",
sta,hold_viol_final,0,
synth,async_flop_share,0,%
worst_hold_path,hold_depth,0,
synth,synth-seq-cells,118,
sta,max_clock_freq,328,MHz
cts,cts-buffers-inserted,17,
synth,syn_area,5870,um2
cts,cts-hold-fix-buffers,0,
job,maxCapViolCount,0,
pwr,share_seq_of_total_power,46.5,%
sta,setup-tns-final,0,ns
synth,synthDominantCellAreaShare,42.9,%
pwr,power_leakage,2.68,nW
pwr,cellInternalPower,2.52,mW
detailed_routing,firstDrtPassIters,5,
synth,yosys_area,5870,um2
floorplan,chipHeight,123,um
sta,final_max_slew_viol_count,0,
detailed_routing,finalWirelength,12400,um
floorplan,floorplan.die_area,15200,um2
pwr,part_of_the_power_in_the_clock_network,38.7,%
outcome,outcome,"finished, final reports clean",
cells_and_area,comb_area,2430,um2
sta,post-route-period-util,71.0,%
cts,clock_tree.root_cell,"clkbuf_16",
sta,max_slew_margin,51.0,%
cts,latency_at_later_pin,0.41,ns
worst_hold_path,worstHoldEndpoint,"spi_0.rx_buffer[1]",
sta,final.min_clock_period,3.05,ns
cells_and_area,area_delta_synth_final,20.4,%
worst_setup_path,worstReg2RegEnd,"speaker_value_curr[3]",
floorplan,core_region,14100,um2
cts,clk_transition_reported_paths,0.05,ns
cells_and_area,flop_area,3200,um2
worst_setup_path,setup.reg_to_reg.worst_slack,2.47,ns
detailed_routing,drcViolationCount,0,
cells_and_area,fill_cells,1225,
global_route,antenna_violations_before_repair,0,
cells_and_area,layout_top_cell,"edfxtp_1",
worst_setup_path,criticalPathCategory,"primary input to flop",
floorplan,floorplan.die.width,123,um
floorplan,floorplan.core_util,41.7,%
worst_setup_path,cp_data_arrival_time,3.35,ns
synth,yosys_top_cell_by_area,"edfxtp_1",
synth,postSynthAreaPerCell,11.0,um2
job,warning_count,55,
detailed_routing,vias,4124,
cts,clock_sink_count,118,
sta,rsz0062_at_grt,"false",
placed_design,hpwl,8810,um
## cell usage after synthesis, types with 9 or more instances
cell and n:
nor2b_1 12, mux2i_1 22, a221o_1 10, nand2_1 49, a21oi_1 17, and2_1 15, ha_1 15, edfxtp_1 84
nor2_1 53, xor2_1 9, dfxtp_1 34, xnor2_1 24, inv_1 17, o21ai_0 19, buf_4 17, nand3_1 9
clkbuf_1 17
## state kept, by name, summed over array words and instances, names as in the netlist, 2 cells and up
name                flops
ioport_a                8
spi_0.rx_buffer         8
spi_0.tx_buffer        16
speaker_value_high     16
spi_0.count             5
data_out               16
speaker_value_curr     16
spi_tx_buffer          16
spi_0.state             2
ioport_b                8
## area by class of cell
| type | count | share of cell area, % |
|---|---|---|
| Clock buffer | 30 | 7.72 |
| Clock inverter | 2 | 0.159 |
| Inverter | 17 | 0.902 |
| Multi-Input combinational cell | 371 | 34.3 |
| Sequential cell | 118 | 45.3 |
| Tap cell | 180 | 3.19 |
| Timing Repair Buffer | 62 | 8.39 |
## worst max-delay path by stage
stage,from,endpoint,cells after the start
4_1_cts,data_in[0],speaker_value_high[1],8
5_1_grt,data_in[0],speaker_value_high[1],8
6_report,data_in[0],speaker_value_high[1],8
## logic make-up (layout without fill, tap and decap cells)
kind of cell	Yosys count	count (layout)	synth area share (%)
xor gates and xnor gates	33	33	4.92
DFF	118	118	54.5
muxes	25	25	4.90
and+or+nand+nor	191	191	16.5
buffers and inverters	60	111	5.07
adders and majority gates	15	15	3.20
AOI/OAI and AO/OA	91	91	10.8
other	1	16	0.0639
## power groups by stage
stage	clock, mW	combinational, mW	sequential, mW
final	1.30	0.496	1.56
after CTS	1.32	0.501	1.56
after global routing	1.38	0.561	1.58
## per-layer routing
layer	GRT usage [%]	vias to the layer above	wire length, um
met5	0	-	0
met4	2.18	0	140
met3	5.27	11	834
met2	28.6	150	5830
met1	28.1	1949	5610
li1	-	2014	-
## through the flow
stage / setup slack (ns) / hold WS (ns) / area (um2) / cells / util, %
3_3_place_gp: 0.849 / 0.433 / 6510 / 748 / 46.2
4_1_cts: 1.26 / 0.448 / 7070 / 780 / 50.2
6_report: 1.25 / 0.446 / 7070 / 780 / 50.2
3_5_place_dp: 0.836 / 0.436 / 6510 / 748 / 46.2
2_1_floorplan: 1.32 / 0.421 / 5930 / 549 / -
5_1_grt: 1.15 / 0.462 / 7070 / 780 / 50.2
## worst max-delay path, delay by kind of cell
kind	cells	cell delay, ns
AND-OR/OR-AND	4	0.85
adder cells (fa/ha/maj)	1	0.48
buffers and inverters	2	0.97
AND/OR/NAND/NOR	1	0.20
No activity file was given, so power comes from the tool's default toggle rates.
